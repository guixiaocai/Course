==> design/flow/design.v <==
`timescale 1ns / 1ps
module reg_files(
	input clk,
	input resetn,
	input [5 - 1:0] waddr, 
	input [5 - 1:0] raddr1, 
	input [5 - 1:0] raddr2, 
	input [3:0] wen, 
	input [32 - 1:0] wdata, 
	output [32 - 1:0] rdata1, 
	output [32 - 1:0] rdata2 
);
reg [31:0] mem [31:0]; 
always@(posedge clk) 
	begin
		if (!resetn)	begin
			mem[0] <= 32'b0;
		end
		else	begin
            mem[waddr][31:24] <= (wen[3]) ? wdata[31:24]: mem[waddr][31:24];
            mem[waddr][23:16] <= (wen[2]) ? wdata[23:16]: mem[waddr][23:16];
            mem[waddr][15:8 ] <= (wen[1]) ? wdata[15:8 ]: mem[waddr][15:8 ];
            mem[waddr][7 :0 ] <= (wen[0]) ? wdata[7 :0 ]: mem[waddr][7 :0 ];
		end
	end
assign rdata1 = (raddr1 == 5'd0) ?32'd0:mem[raddr1];
assign rdata2 = (raddr2 == 5'd0) ?32'd0:mem[raddr2];
endmodule
module reg_hilo(
    input clk,
    input resetn,
    input [1:0] hi_wen,
    input [1:0] lo_wen,
    input [31:0] hi_in,
    input [31:0] lo_in,
    output [31:0] hi,
    output [31:0] lo
);
reg [31:0] reg_hi;
reg [31:0] reg_lo;
always@(posedge clk)
begin
    if(!resetn)
    begin
        reg_hi <= 32'd0;
    end
    else if (hi_wen)
    begin
        reg_hi <= hi_in;
    end
end
always@(posedge clk)
begin
    if(!resetn)
    begin
        reg_lo <= 32'd0;
    end
    else if (lo_wen)
    begin
        reg_lo <= lo_in;
    end
end
assign hi = reg_hi;
assign lo = reg_lo;
endmodule
==> design/flow/run.sh <==
#!/bin/bash
# OpenROAD 26Q1-2900-gdf79404cd8, Yosys 0.63+post, stock flow scripts
make -C /OpenROAD-flow-scripts/flow DESIGN_CONFIG=/design/flow/config.mk WORK_HOME=/design/flow/orfs finish
==> design/flow/config.mk <==
export PLATFORM = sky130hd
export DESIGN_NAME = reg_files
export DESIGN_NICKNAME = reg_files
export VERILOG_FILES = /design/flow/design.v
export SDC_FILE = /design/flow/constraint.sdc
export NUM_CORES = 4
export LEC_CHECK = 1
export CORE_UTILIZATION = 40
==> design/flow/constraint.sdc <==
current_design reg_files

set clk_period 7.0
set clk_io_pct 0.2

create_clock -name clk0 -period $clk_period [get_ports {clk}]

set non_clock_inputs [all_inputs -no_clocks]
set_input_delay [expr $clk_period * $clk_io_pct] -clock clk0 $non_clock_inputs
set_output_delay [expr $clk_period * $clk_io_pct] -clock clk0 [all_outputs]
==> flow_summary.ini <==
; yosys + openroad results
[status]
outcome = finished, final reports clean

[worst_hold_path]
hold_class = in2reg
holdCritStartpoint = wdata[14]

[place]
hpwl_mm = 97.2
io_buffer_count = 116
gp_congestion = 0.926
dp.cells = 4482

[final_layout]
largest_register_ffs = 1024
area_growth_syn_to_layout_pct = 14.7
drive_gt1_frac = 0.259
largestRegisters = mem (1024)
top_register = mem
fin_cells = 4677
n_fill_cell = 9915

[clock_network]
cts.clk_slew.worst_paths_ps = 60
clock_sinks = 1024
post_cts_buffers = 0
clockBufferDepth = 3
cts_tree = yes
cts-buffers-inserted = 102
htree_levels = 3
cts_repair_resize_count = 0
cts_root_buf = clkbuf_16
hold_buffers = 0

[sta]
rsz0062_at_grt = no
fmax_ghz = 0.165
hold_viol_final = 0
max-slew-margin-rel = 0.306
setup_viol = 0
worstMarginPinSlew_ps = 1040
tns_ps = 0
post-route-min-period_ps = 6070
timing.final.crit_share = 0.868
slew_violations = 0

[drt]
avgRoutedWirePerCell_um = 33.0
drt_first_pass_iters = 6
dr_total_vias = 29300
drc = 0
ant_nets = 0
vias_per_cell = 6.26
routed_wl_mm = 154
drtIter0Drc = 2240

[setup_path]
crit_start = raddr1[0]
critPathRequiredTime_ps = 5600
critPathMaxFanout = 28
start_kind = input port
crit_type = in2out
cp-end-kind = output port
cp.arrival_ps = 4670

[global_routing]
grt_pass1_vias = 31900
grt_usage = 0.275
antenna_found_initial = 7
grt_start_max_net_pins = 95
grt_pass1_wl_mm = 219
grt_remaining_overflow = 0

[synth]
edf_count = 1024
syn_avg_cell_area_sq_um = 17.7
yosysUniqueCellTypes = 40
synthFlopType = edfxtp_1
netlist.top_cell.by_area = edfxtp_1
synthTopCellsByArea = edfxtp_1 63%, mux4_2 14%, mux2i_1 6.6%
yosysWarnings = 1
ys_seq_share = 0.630
syn-cell-area_sq_um = 48800
synthCells = 2761
ys_async_sr_fraction = 0
ys.flops = 1024
ys_area_sq_um = 48800
ys_top_cells_by_count = 1024 x edfxtp_1, 320 x mux2i_1, 298 x mux4_2, 135 x nor2_1, 129 x nand2_1
most_common_cell = edfxtp_1
top_cell_area_share = 0.630
yosys_cells = 2761

[run]
warning_count = 26
maxCapViolations = 0

[power]
p_total_mw = 13.5
p_leak_nw = 17.1
peakVddDrop_v = 0.000172
p_per_area_nw_per_um2 = 242

[floorplan]
coreArea_sq_um = 120000
die_area_sq_um = 123000
fp_util = 0.405
num_rows = 127
io_pins = 117
die.size.y_um = 351
dieWidth_um = 351
[worst max-delay path, stage by stage]
cell and delay (ps):
buf_6 410, buf_4 510, nor2b_4 240, buf_4 290, a221oi_1 270, o21ai_0 230
buf_4 210, a311oi_1 510, clkdlybuf4s50_1 580
[power by group]
group	switching (mW)	internal (mW)	leakage, nW
sequential	0.0326	6.83	8.05
combinational	0.726	0.496	7.43
clock	2.31	3.13	1.61
total	3.07	10.5	17.1
[per-stage QoR]
stage	cell area (sq um)	hold slack, ps	setup WS (ps)	utilization
after floorplan	48800	1870	2800	-
after global placement	52600	2360	974	0.437
after detailed placement	52600	2370	874	0.437
after CTS	55900	1650	862	0.464
after global routing	55900	1680	767	0.464
final	55900	1660	927	0.464
[worst paths after layout]
kind,endpoint,slack [ps],cells after the start
setup / recovery,rdata1[30],930,9
hold / removal,mem[13][14],1660,3
[final cells by class]
type                       count  area, sq um  share of cell area
clock inverter                71          623              0.0111
inverter                       3         12.5            0.000224
clock buffer                 120         2680              0.0480
antenna                        4         10.0            0.000179
multi-input combinational   1497        16800               0.301
sequential                  1024        30700               0.550
timing repair buffer         346         3010              0.0537
tap                         1612         2020              0.0361
[per-layer routing]
layer,vias up,global-route usage,share of wire
met1,14600,0.312,0.32
met5,-,0.0475,0.0049
met4,25,0.0884,0.042
met3,333,0.217,0.18
li1,12100,-,-
met2,2265,0.397,0.46
[cell usage in the layout (no fill, tap or decap), types with 5 or more instances in the layout]
master           count
a211oi_1            64
a21oi_1             33
a221oi_1            26
a221oi_2            22
a22oi_1             64
a311oi_1            32
and2_1              33
buf_12               9
buf_4              222
bufinv_16           11
clkbuf_1            15
clkbuf_16          105
clkdlybuf4s50_1    106
clkinv_1            31
clkinv_2            21
clkinvlp_4           6
edfxtp_1          1024
mux2_2              64
mux2i_1            320
mux4_1              54
mux4_2             298
nand2_1            129
nand4_1             32
nor2_1             131
nor2b_1             32
nor2b_2              5
o2111ai_1           16
o21ai_0             48
o221ai_1            64
[logic make-up after synthesis]
kind of cell           share of synthesized area
multiplexers                               0.247
flip-flops                                 0.630
AND/OR/NAND/NOR                           0.0367
AND-OR/OR-AND                             0.0600
buffers and inverters                     0.0258
Power figures rest on the tool's default switching activity, not on a simulated workload.
