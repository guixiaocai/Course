File: run.sh
#!/bin/bash
# OpenROAD 26Q1-2900-gdf79404cd8, Yosys 0.63+post, stock flow scripts
make -C /OpenROAD-flow-scripts/flow DESIGN_CONFIG=/design/flow/config.mk WORK_HOME=/design/flow/orfs finish
File: config.mk
export PLATFORM = sky130hd
export DESIGN_NAME = memory_stage
export DESIGN_NICKNAME = memory_stage
export VERILOG_FILES = /design/flow/design.v
export SDC_FILE = /design/flow/constraint.sdc
export NUM_CORES = 4
export LEC_CHECK = 1
export CORE_AREA = 10 10 371 371
export DIE_AREA = 0 0 381 381
File: constraint.sdc
current_design memory_stage

set clk_period 32.2
set clk_io_pct 0.2

create_clock -name clk0 -period $clk_period [get_ports {clk}]

set non_clock_inputs [all_inputs -no_clocks]
set_input_delay [expr $clk_period * $clk_io_pct] -clock clk0 $non_clock_inputs
set_output_delay [expr $clk_period * $clk_io_pct] -clock clk0 [all_outputs]
File: design.v
module memory_stage(
	input         clk,
    input         resetn,
    input  [31:0] ex_pc,
    input  [31:0] ex_inst,
	input  [31:0] ex_rf_rdata1,
    input  [31:0] ex_rf_rdata2,
    input  [31:0] ex_rf_res,
    input  [ 3:0] ex_op_RegWen,
    input  [ 4:0] ex_rf_waddr,
    input  [ 5:0] ex_op_RegWrite,
    input  [31:0] ex_hi_res,
    input  [31:0] ex_lo_res,
    input  [ 2:0] ex_op_StByt,
    input  [ 2:0] ex_op_LdByt,
	input  [ 1:0] ex_op_mul,
	input  [ 1:0] ex_op_div,
    input  [ 1:0] ex_op_HIWen,
    input  [ 1:0] ex_op_LOWen,
    input         wb_allowin,
	input  [31:0] div_res_q,
	input  [31:0] div_res_r,
	input  [63:0] ex_mul_res,
    input         excep_cmt,
    input         int_cmt,
    input         eret_cmt,
    input  [31:0] ex_hi_out,
    input  [31:0] ex_lo_out,
    input         ex_to_mem_valid,
	input         wb_valid,
    output        mem_allowin,
    output        mem_valid,
    output        mem_to_wb_valid,
    output [31:0] mem_pc,
    output [31:0] mem_inst,
    output [31:0] mem_rf_wdata,
	output [ 1:0] mem_op_mul,
	output [ 1:0] mem_op_div,
    output [ 1:0] mem_op_HIWen,
    output [ 1:0] mem_op_LOWen,
	output [31:0] mem_div_res_q,
	output [31:0] mem_div_res_r,
	output [63:0] mem_mul_res,
    output [31:0] mem_hi_res,
    output [31:0] mem_lo_res,
	output [ 3:0] mem_rf_wen,
	output [ 4:0] mem_rf_waddr,
	output [ 1:0] mem_inst_mt,
	output [31:0] hi_in,
    output [31:0] lo_in,
    output        data_sram_en,
	output [ 3:0] data_sram_wen,
	output [31:0] data_sram_addr,
	output [31:0] data_sram_wdata,	
	input  [31:0] data_sram_rdata
);
	reg  reg_mem_valid;
	wire mem_ready_go;
	assign mem_valid       = reg_mem_valid;
	assign mem_allowin     = !mem_valid || mem_ready_go && wb_allowin;
	assign mem_ready_go    = !(reg_mem_op_RegWrite[4] && wb_valid);
	assign mem_to_wb_valid = mem_valid && mem_ready_go;
	always@(posedge clk)
	begin
		if(!resetn)
		begin
			reg_mem_valid <= 1'b0;
		end
		else if (mem_allowin)
		begin
			reg_mem_valid <= ex_to_mem_valid;
		end
	end
	reg [31:0] reg_mem_pc;
	reg [31:0] reg_mem_res;
	reg [31:0] reg_mem_inst;
	reg [ 3:0] reg_mem_rf_wen;
	reg [ 4:0] reg_mem_rf_waddr;
	reg [ 5:0] reg_mem_op_RegWrite;
	reg [ 1:0] reg_mem_op_mul;
	reg [ 1:0] reg_mem_op_div;
	reg [ 1:0] reg_mem_op_HIWen;
	reg [ 1:0] reg_mem_op_LOWen;
	reg [31:0] reg_mem_hi_res;
	reg [31:0] reg_mem_lo_res;
	reg [31:0] reg_mem_hi_out;
	reg [31:0] reg_mem_lo_out;
	reg [ 2:0] reg_mem_op_LdByt;
	reg [ 2:0] reg_mem_op_StByt;
	reg [31:0] reg_mem_rf_rdata1;
	reg [31:0] reg_mem_rf_rdata2;
	reg [31:0] reg_mem_div_res_q;
	reg [31:0] reg_mem_div_res_r;
	reg [63:0] reg_mem_mul_res;
	wire [31:0] mem_rf_res;
	always@(posedge clk)
	begin
		if(!resetn)	begin					
			reg_mem_pc <= 32'hbfc00000;
			reg_mem_inst <= 32'd0;
			reg_mem_rf_rdata1 <= 32'd0;
			reg_mem_rf_rdata2 <= 32'd0;
			reg_mem_rf_wen    <= 4'd0;
			reg_mem_op_LdByt  <= 3'd0;
			reg_mem_op_StByt  <= 3'd0;
			reg_mem_res       <= 32'd0;
			reg_mem_hi_res    <= 32'd0;
			reg_mem_lo_res     <= 32'd0;
			reg_mem_op_mul      <= 2'd0;
			reg_mem_op_div      <= 2'd0;
			reg_mem_rf_waddr  <= 5'd0;
			reg_mem_op_RegWrite <= 6'd0;
			reg_mem_hi_out      <= 32'd0;
			reg_mem_lo_out      <= 32'd0;
			reg_mem_div_res_q <= 32'd0;
			reg_mem_div_res_r <= 32'd0;
			reg_mem_mul_res <= 32'd0;
		end
		if (ex_to_mem_valid && mem_allowin)	begin		
			reg_mem_pc          <= ex_pc;
			reg_mem_inst        <= ex_inst;
			reg_mem_op_LdByt    <= ex_op_LdByt;
			reg_mem_op_StByt    <= ex_op_StByt;
			reg_mem_res         <= ex_rf_res;
			reg_mem_rf_rdata1   <= ex_rf_rdata1;
			reg_mem_rf_rdata2   <= ex_rf_rdata2;
			reg_mem_rf_wen      <= ex_op_RegWen;
			reg_mem_rf_waddr    <= ex_rf_waddr;
			reg_mem_op_RegWrite <= ex_op_RegWrite;
			reg_mem_hi_res      <= ex_hi_res;
			reg_mem_lo_res      <= ex_lo_res;
			reg_mem_op_mul      <= ex_op_mul;
			reg_mem_op_div      <= ex_op_div;
			reg_mem_hi_out      <= ex_hi_out;
			reg_mem_lo_out      <= ex_lo_out;
			reg_mem_div_res_q   <= div_res_q;
			reg_mem_div_res_r   <= div_res_r;
			reg_mem_mul_res     <= ex_mul_res;
			reg_mem_op_HIWen    <= ex_op_HIWen;
			reg_mem_op_LOWen    <= ex_op_LOWen;
		end
	end
	assign mem_rf_res   = reg_mem_res;
	assign mem_pc       = reg_mem_pc;
	assign mem_inst     = reg_mem_inst;
	assign mem_hi_res   = reg_mem_hi_res;
	assign mem_lo_res   = reg_mem_lo_res;
	assign mem_rf_wen   = reg_mem_rf_wen;
	assign mem_rf_waddr = reg_mem_rf_waddr;
	assign mem_op_mul   = reg_mem_op_mul;
	assign mem_op_div   = reg_mem_op_div;
	assign mem_div_res_q = reg_mem_div_res_q;
	assign mem_div_res_r = reg_mem_div_res_r;
	assign mem_mul_res   = reg_mem_mul_res;
	assign mem_op_HIWen  = reg_mem_op_HIWen;
	assign mem_op_LOWen  = reg_mem_op_LOWen;
	assign mem_inst_mt  = { (!mem_inst[31:26] && mem_inst[5:0]==6'b010001),
					    	(!mem_inst[31:26] && mem_inst[5:0]==6'b010011)};
	assign hi_in        = mem_inst_mt[1] ? reg_mem_rf_rdata1     :
                            mem_op_mul[0] ? mem_mul_res[63:32]:
                            mem_op_div[0] ? mem_div_res_r        :
                                                 reg_mem_rf_rdata1     ; 
	assign lo_in        = mem_inst_mt[0] ? reg_mem_rf_rdata1     :
                            mem_op_mul[0] ? mem_mul_res[31: 0]:
                            mem_op_div[0] ? mem_div_res_q        :
                                                 reg_mem_rf_rdata1     ; 
	wire [1:0] ea;
	assign ea = data_sram_addr[1:0];
	wire ea0 = ea==2'd0;
	wire ea1 = ea==2'd1;
	wire ea2 = ea==2'd2;
	wire ea3 = ea==2'd3;
	wire case_swl = reg_mem_op_StByt==3'd1;
	wire case_swr = reg_mem_op_StByt==3'd2;
	wire case_sb  = reg_mem_op_StByt==3'd3;
	wire case_sh  = reg_mem_op_StByt==3'd4;
	wire case_sw  = reg_mem_op_StByt==3'd5;
	wire [31:0] sb_data,sh_data,sw_data, swl_data, swr_data;
	assign sb_data = ({32{ea0}} & {24'd0,reg_mem_rf_rdata2[7:0]})
					|({32{ea1}} & {16'd0,reg_mem_rf_rdata2[7:0],8'd0})
					|({32{ea2}} & {8'd0,reg_mem_rf_rdata2[7:0],16'd0})
					|({32{ea3}} & {reg_mem_rf_rdata2[7:0],24'd0});
	assign sh_data = ({32{ea1|ea0}} & {16'd0,reg_mem_rf_rdata2[15:0]})
					|({32{ea2|ea3}} & {reg_mem_rf_rdata2[15:0],16'd0});
	assign sw_data = reg_mem_rf_rdata2;
	assign swl_data = ({32{ea0}} & {24'd0,reg_mem_rf_rdata2[31:24]})
			|({32{ea1}} & {16'd0,reg_mem_rf_rdata2[31:16]})
			|({32{ea2}} & {8'd0,reg_mem_rf_rdata2[31:8]})
			|({32{ea3}} & reg_mem_rf_rdata2);
	assign swr_data = ({32{ea0}} & reg_mem_rf_rdata2)
			|({32{ea1}} & {reg_mem_rf_rdata2[23:0],8'd0})
			|({32{ea2}} & {reg_mem_rf_rdata2[15:0],16'd0})
			|({32{ea3}} & {reg_mem_rf_rdata2[7:0],24'd0});
	assign data_sram_wdata = ({32{case_sb }} & sb_data)
							|({32{case_sh }} & sh_data)
							|({32{case_sw }} & sw_data)
							|({32{case_swl}} & swl_data)
							|({32{case_swr}} & swr_data);
	wire [3:0] sb_wen,sh_wen,sw_wen,swl_wen,swr_wen;
	assign sb_wen = {ea3,ea2,ea1,ea0};
	assign sh_wen = {{2{ea2|ea3}},{2{ea1|ea0}}};
	assign sw_wen = 4'd15;
	assign swl_wen = {ea3,(ea3|ea2),!ea0,1'd1};
	assign swr_wen = {1'd1,!ea3,(ea1|ea0),ea0};
	assign data_sram_wen = ({4{case_sb }} & sb_wen)
							|({4{case_sh }} & sh_wen)
							|({4{case_sw }} & sw_wen)
							|({4{case_swl}} & swl_wen)
							|({4{case_swr}} & swr_wen);
	reg [31:0] data_rdata;
	always @ (*) begin
			case (reg_mem_op_LdByt)
			3'd1: data_rdata = ea==2'd0 ? {data_sram_rdata[ 7: 0], reg_mem_rf_rdata2[23: 0]}:
									ea==2'd1 ? {data_sram_rdata[15: 0], reg_mem_rf_rdata2[15: 0]}:
									ea==2'd2 ? {data_sram_rdata[23: 0], reg_mem_rf_rdata2[ 7: 0]}:
												data_sram_rdata                                       ;
			3'd2:  data_rdata = ea==2'd0 ? data_sram_rdata                                       :
									ea==2'd1 ? {reg_mem_rf_rdata2[31:24], data_sram_rdata[31: 8]}:
									ea==2'd2 ? {reg_mem_rf_rdata2[31:16], data_sram_rdata[31:16]}:
												{reg_mem_rf_rdata2[31: 8], data_sram_rdata[31:24]};
			3'd3: data_rdata = ea==2'd0 ? {{24{data_sram_rdata[ 7]}},data_sram_rdata[ 7: 0]}:
									ea==2'd1 ? {{24{data_sram_rdata[15]}},data_sram_rdata[15: 8]}:
									ea==2'd2 ? {{24{data_sram_rdata[23]}},data_sram_rdata[23:16]}:
												{{24{data_sram_rdata[31]}},data_sram_rdata[31:24]};
			3'd4: data_rdata = ea==2'd0 ? {{24{1'b0}},data_sram_rdata[ 7: 0]}:
									ea==2'd1 ? {{24{1'b0}},data_sram_rdata[15: 8]}:
									ea==2'd2 ? {{24{1'b0}},data_sram_rdata[23:16]}:
												{{24{1'b0}},data_sram_rdata[31:24]};
			3'd5: data_rdata = ea[1] ? {{16{data_sram_rdata[31]}},data_sram_rdata[31:16]}:
												{{16{data_sram_rdata[15]}},data_sram_rdata[15: 0]};
			3'd6: data_rdata = ea[1] ? {{16{1'b0}},data_sram_rdata[31:16]}:
												{{16{1'b0}},data_sram_rdata[15: 0]};
			default: data_rdata = data_sram_rdata;
			endcase
		end
	assign mem_rf_wdata =  
						reg_mem_op_RegWrite[4] ? data_rdata :
						reg_mem_op_RegWrite[3] ? mem_pc + 8 :
						reg_mem_op_RegWrite[2] ? reg_mem_hi_out :
						reg_mem_op_RegWrite[1] ? reg_mem_lo_out :
												 mem_rf_res;
	assign data_sram_addr = mem_rf_res;
	assign data_sram_en = mem_valid;
endmodule
==> impl_report.txt <==
IMPLEMENTATION SUMMARY REPORT
----------------------------------------------------
[Outcome]
  Run status ........................ complete, no violations

[Worst setup path]
  Critical Path Stages ........................ 7
  Crit path from ........................ data_sram_rdata[31]
  Cell chain of the critical path ........................ clkdlybuf4s50_1 > mux4_2 > nand2_1 > nand3_1 > o221ai_1 > o221ai_1 > clkdlybuf4s50_1
  Worst EP required ........................ 25.76 ns
  Crit Reg-Reg Startpoint ........................ reg_mem_op_RegWrite[4]$_SDFFCE_PN0P_
  Endpoint of the worst register-to-register path ........................ reg_mem_div_res_q[19]$_SDFFCE_PN0P_
  Library cell contributing the largest single delay on the critical path ........................ sky130_fd_sc_hd__mux4_2
  Worst Reg-to-Reg Cells ........................ 8
  CP Capture Point ........................ mem_rf_wdata[28]
  CP top delay family ........................ buffers and inverters
  Setup crit start kind ........................ input pin
  Data arrival at the endpoint of the critical path ........................ between 9 and 10 ns
  Type of the setup path with the least slack ........................ in2out
  Largest stage delay, worst path ........................ ~0.61 ns
  Worst reg-to-reg setup slack ........................ 26.96 ns
  Critical path endpoint category ........................ output port
  Count of buffer and inverter cells on the critical path ........................ 2
  Crit Path Max Fanout ........................ 12

[Final timing]
  Ratio of final minimum period to clock period ........................ 49.36%
  Number of hold violations in the final report ........................ 0
  Final worst-path setup slack ........................ 16.31 ns
  RSZ-0062 raised after global routing ........................ false
  # setup viols final ........................ 0
  Fin Hold WS ........................ 0.5891 ns
  Shortest clock period the worst path allows after layout ........................ about 16 ns
  Slew at the pin with the worst max-slew slack ........................ ~1.1 ns
  Headroom to the max-slew limit ........................ between 20% and 30%
  Peak clock frequency supported by timing ........................ ~0.063 GHz
  Total count of max-transition violations in the final report ........................ 0
  Worst-case clock skew ........................ between 0.05 and 0.06 ns
  Summed negative setup slack over all endpoints ........................ 0 ns

[Synth]
  Number of distinct library cells after synthesis ........................ 65
  Share of the yosys chip area belonging to registers ........................ about three fifths
  Gate count of the mapped netlist ........................ about 1900
  Average cell area after synthesis ........................ ~12 um2
  Number of synthesized register bits ........................ between 400 and 500
  Fraction of synthesis flops using an asynchronous set or reset pin ........................ 0%
  Dominant synthesized flop cell ........................ sky130_fd_sc_hd__edfxtp_1
  Number of warning messages in the yosys log ........................ 1
  Post-synth area from yosys stat ........................ approximately 0.022 mm2
  Number of flops mapped to enable cells by yosys ........................ around 440
  Number of cell instances after yosys synthesis ........................ 1873
  Netlist area before placement ........................ around 0.022 mm2

[CTS]
  Worst skew pair latency ........................ around 0.69 ns
  Clock root cell ........................ sky130_fd_sc_hd__clkbuf_16
  Post_cts resized ........................ 0
  Hold buffers post-CTS ........................ 0
  TritonCTS Buffers ........................ between 50 and 60
  Register clock-pin slew on the reported worst setup and hold paths ........................ roughly 0.07 ns
  H-tree depth ........................ 2
  Clk buf depth ........................ 3
  Sink Count ........................ 444
  Number of buffers inserted by post-CTS setup repair ........................ 0
  TritonCTS clock tree ........................ built

[Finish]
  Number of filler cells placed in the layout ........................ 13490
  Reg with most FFs ........................ reg_mem_mul_res
  Layout-stage area growth over the synthesis result ........................ 58.67%
  Final standard cell utilization of the core ........................ a little over a quarter
  Flip-flop count of the largest register, all copies and words added ........................ around 64
  Dominant logic cell types in the final layout ........................ sky130_fd_sc_hd__clkdlybuf4s50_1, sky130_fd_sc_hd__edfxtp_1, sky130_fd_sc_hd__and2_1, sky130_fd_sc_hd__o22ai_1, sky130_fd_sc_hd__a21oi_1
  Area taken by multi-input logic gates ........................ ~0.0084 mm2
  Sequential cell area in the final layout ........................ approximately 0.013 mm2
  Fraction of final layout cells with drive strength greater than 1 ........................ between 6 and 7%
  Most numerous logic cell after layout ........................ sky130_fd_sc_hd__clkdlybuf4s50_1

[Power]
  Leak Pwr ........................ 12.46 nW
  Total power ........................ about 1.8 mW
  IR drop worst, VDD ........................ about 0.000039 V
  Power Density ........................ about 50 mW/mm2

[Floorplanning]
  Die area ........................ 0.1452 mm2
  Area of the core ........................ about 0.13 mm2
  IO Count ........................ ~930
  Chip width ........................ between 300 and 400 um
  Rows ........................ between 100 and 150
  Vertical extent of the die ........................ between 300 and 400 um
  Starting Density ........................ between 10% and 20%

[GRT]
  Number of global-route vias before repair ........................ 19950
  GRT overflow ........................ 0
  Global-route wire length before repair ........................ 179.8 mm
  Number of antenna violations at the first check in global routing ........................ 38
  Combined global-route utilization of all metal layers ........................ a little under a fifth
  Pin count of the biggest net entering global routing ........................ approximately 90

[Run]
  Max-cap viol count ........................ 0
  Number of warnings in the stage logs ........................ 30

[Drt]
  Iteration count of the initial detailed-routing pass ........................ 12
  Via-to-Cell Ratio ........................ ~4.4
  Detail Route Antenna Nets ........................ 0
  Routed via count ........................ 19840
  Detail-routed net length per standard cell ........................ between 20 and 30 um
  Final routed wirelength across all metal layers ........................ 135.4 mm
  Violation count after the first detailed-routing iteration ........................ 1751
  Post-detailed-route DRC marker count ........................ 0

[Place]
  Setup Slack @ Placement ........................ about 16 ns
  Routability-driven placement congestion ratio ........................ between 0.9 and 1
  Detailed placer's ending HPWL ........................ 109.0 mm
  Number of buffers added on ports ........................ a little over 900

[Min path]
  Path category of the worst min-delay check ........................ reg2reg

----------------------------------------------------
## where the power goes
part	internal [mW]	leakage, nW	switching (mW)
clock network	0.345	0.867	0.275
registers	0.697	4.76	0.0498
logic	0.217	6.83	0.186
total	1.26	12.5	0.511
## worst register-to-register path: stages, from the launching register on
cell,delay [ns]
sky130_fd_sc_hd__edfxtp_1,0.53
sky130_fd_sc_hd__buf_4,0.38
sky130_fd_sc_hd__nand2_1,0.39
sky130_fd_sc_hd__nand2_1,0.19
sky130_fd_sc_hd__a21oi_4,0.55
sky130_fd_sc_hd__nand2b_4,0.69
sky130_fd_sc_hd__buf_4,0.63
sky130_fd_sc_hd__buf_4,0.71
sky130_fd_sc_hd__buf_4,0.73
## cells in the mapped netlist, types with 16 or more instances
cell type / instances / share of area, %
sky130_fd_sc_hd__mux2i_1: 69 / 3.1
sky130_fd_sc_hd__mux4_2: 19 / 1.9
sky130_fd_sc_hd__o21ai_0: 60 / 1.3
sky130_fd_sc_hd__clkbuf_1: 117 / 2.0
sky130_fd_sc_hd__edfxtp_1: 443 / 60
sky130_fd_sc_hd__a222oi_1: 16 / 0.72
sky130_fd_sc_hd__and2_1: 437 / 12
sky130_fd_sc_hd__buf_2: 17 / 0.38
sky130_fd_sc_hd__a21oi_1: 121 / 2.7
sky130_fd_sc_hd__nand2_1: 107 / 1.8
sky130_fd_sc_hd__nor2_1: 56 / 0.94
sky130_fd_sc_hd__o22ai_1: 127 / 3.6
sky130_fd_sc_hd__a22o_1: 16 / 0.63
## cell type report
class / count / share of cell area (%)
Clock inverter: 35 / 0.8173
Clock buffer: 65 / 4.179
Multi-Input combinational cell: 1267 / 23.62
Tap cell: 1742 / 6.164
Inverter: 16 / 0.1698
Antenna cell: 4 / 0.02831
Timing Repair Buffer: 979 / 27.34
Sequential cell: 444 / 37.67
## logic make-up (layout without fill, tap and decap cells)
family,after synthesis,after routing,synth area share (%)
AND-OR/OR-AND,465,465,13.66
XOR/XNOR,20,20,0.7859
adder cells (fa/ha/maj),1,1,0.05613
buffers and inverters,162,1095,2.874
flip-flops,444,444,59.78
multiplexers,95,95,5.372
other,0,4,0
AND/OR/NAND/NOR,686,686,17.47
## worst min-delay path by stage
stage                                      start                          to  slack [ns]  cells past startpoint
after CTS             reg_mem_valid$_SDFFE_PN0N_  reg_mem_valid$_SDFFE_PN0N_        0.61                      2
after global routing  reg_mem_valid$_SDFFE_PN0N_  reg_mem_valid$_SDFFE_PN0N_        0.63                      2
final                 reg_mem_valid$_SDFFE_PN0N_  reg_mem_valid$_SDFFE_PN0N_        0.59                      2
## metal layers
layer | global-route usage, % | vias up | routed length (um)
met5 | 0 | - | 329
met4 | 4.872 | 52 | 4758
met3 | 8.719 | 230 | 16310
met2 | 29.33 | 998 | 63810
met1 | 22.43 | 9721 | 50150
li1 | - | 8843 | -
## through the flow
| stage | instance area, um2 | instances |
|---|---|---|
| after floorplan | 22290 | 1873 |
| after global placement | 33590 | 4448 |
| after detailed placement | 33590 | 4448 |
| after CTS | 35350 | 4548 |
| after global routing | 35360 | 4551 |
| final | 35360 | 4552 |
Power is estimated from default activity; no workload was simulated.
