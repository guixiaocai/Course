[design/flow/run.sh]
#!/bin/bash
# OpenROAD 26Q1-2900-gdf79404cd8, Yosys 0.63+post, stock flow scripts
make -C /OpenROAD-flow-scripts/flow DESIGN_CONFIG=/design/flow/config.mk WORK_HOME=/design/flow/orfs finish
[design/flow/config.mk]
export PLATFORM = sky130hd
export DESIGN_NAME = acc_mem
export DESIGN_NICKNAME = acc_mem
export VERILOG_FILES = /design/flow/design.v
export SDC_FILE = /design/flow/constraint.sdc
export NUM_CORES = 4
export LEC_CHECK = 1
export CORE_AREA = 10 10 422 422
export DIE_AREA = 0 0 432 432
[design/flow/constraint.sdc]
current_design acc_mem

set clk_period 11.2
set clk_io_pct 0.2

create_clock -name clk0 -period $clk_period [get_ports {clk}]

set non_clock_inputs [all_inputs -no_clocks]
set_input_delay [expr $clk_period * $clk_io_pct] -clock clk0 $non_clock_inputs
set_output_delay [expr $clk_period * $clk_io_pct] -clock clk0 [all_outputs]
[design/flow/design.v]
module acc_mem(
    input        clk,
    input        resetn,
    input [31:0] pc_ex,
    input [31:0] inst_ex,
    input [ 4:0] reg_waddr_ex,
    input [31:0] alu_result_ex,
    input [31:0] reg_rdata1_ex,
    input [31:0] reg_rdata2_ex,
    input         ex_valid,
    input         ex_allowin,
    input         wb_allowin,
    input         div_complete,
    input  [34:0] ctrl_ex,
    input  [ 3:0] reg_wen_ex, 
    input  [31:0] data_sram_rdata,
    output [ 4:0] reg_waddr_mem,
    output [31:0] pc_mem,
    output [31:0] alu_result_mem,
    output        mem_valid,
    output        mem_allowin,
    output [34:0] ctrl_mem,
    output [ 3:0] reg_wen_mem,
    output        data_sram_en,
    output [ 3:0] data_sram_wen,
    output [31:0] data_sram_addr,
    output [31:0] data_sram_wdata,
    input  [31:0] hi_o_ex,
    input  [31:0] lo_o_ex,
    output [31:0] hi_o_mem,
    output [31:0] lo_o_mem,
    output [31:0] result_mem,
    input  [31:0] result_wb,
    input  [31:0] reg_wdata,
    input         wb_valid,
    input  [31:0] div_result_q,
    input  [31:0] div_result_r,
    input  [63:0] mul_result,
    output [31:0] div_result_q_mem,
    output [31:0] div_result_r_mem,
    output [63:0] mul_result_mem,
    output [31:0] hi_in,
    output [31:0] lo_in
);
    reg [31:0] reg_pc_mem;
    reg [31:0] reg_reg_rdata2_mem;
    reg [31:0] reg_reg_rdata1_mem;
    reg [31:0] reg_alu_result_mem;
    reg [ 4:0] reg_reg_waddr_mem;
    reg [34:0] reg_ctrl_mem;
    reg [ 3:0] reg_reg_wen_mem;
    reg [31:0] reg_hi_o_mem;
    reg [31:0] reg_lo_o_mem;
    reg        reg_mem_valid;
    reg [31:0] reg_reg_wdata;
    reg [31:0] reg_div_result_q_mem;
    reg [31:0] reg_div_result_r_mem;
    reg [63:0] reg_mul_result_mem;
    reg [31:0] data_rdata;
    reg [31:0] data_wdata;
    wire [ 1:0] ea = data_sram_addr[1:0];
    wire [ 3:0] write_strb;
    wire        lw_stall = ctrl_mem[14] & wb_valid;
    assign mem_allowin = wb_allowin & !lw_stall;
    always @(posedge clk) begin
      if(!resetn) begin
        reg_mem_valid      <= 1'b1;
        reg_pc_mem         <= 32'hbfc00000;
        reg_reg_rdata1_mem <= 32'd0;
        reg_reg_rdata2_mem <= 32'd0;
        reg_alu_result_mem <= 32'd0;
        reg_reg_waddr_mem  <= 5'd0;
        reg_ctrl_mem       <= 24'd0;
        reg_reg_wen_mem    <= 4'd0;
        reg_hi_o_mem       <= 32'd0;
        reg_lo_o_mem       <= 32'd0;
        reg_reg_wdata      <= 32'd0;
      end
      else begin    
        if(ex_allowin & mem_allowin) begin
          reg_pc_mem             <= pc_ex;
          reg_reg_rdata1_mem     <= reg_rdata1_ex;
          reg_reg_rdata2_mem     <= reg_rdata2_ex;
          reg_alu_result_mem     <= alu_result_ex;
          reg_reg_waddr_mem      <= reg_waddr_ex;
          reg_ctrl_mem           <= ctrl_ex;
          reg_reg_wen_mem        <= reg_wen_ex;
          reg_hi_o_mem           <= hi_o_ex;
          reg_lo_o_mem           <= lo_o_ex;
          reg_reg_wdata          <= reg_wdata;
          reg_div_result_q_mem   <= div_result_q;
          reg_div_result_r_mem   <= div_result_r;
          reg_mul_result_mem     <= mul_result;
        end
        if(mem_allowin & ex_allowin) begin
          reg_mem_valid <= ex_valid;
        end
        else if(mem_allowin) 
          reg_mem_valid <= 1'b0;
      end
    end
    assign hi_o_mem           = reg_hi_o_mem;
    assign lo_o_mem           = reg_lo_o_mem;
    assign mem_valid          = reg_mem_valid;
    assign pc_mem             = reg_pc_mem;
    assign alu_result_mem     = reg_alu_result_mem;
    assign reg_waddr_mem      = reg_reg_waddr_mem;
    assign ctrl_mem           = reg_ctrl_mem;
    assign reg_wen_mem        = reg_reg_wen_mem&{4{mem_valid}};
    assign data_sram_en       = reg_mem_valid;
    assign div_result_q_mem   = reg_div_result_q_mem;
    assign div_result_r_mem   = reg_div_result_r_mem;
    assign mul_result_mem     = reg_mul_result_mem;
    assign data_sram_addr     = alu_result_mem;
    assign data_sram_wen      = ~ctrl_mem[13] ? write_strb : 4'd0;
    assign result_mem = ctrl_mem[20] ? hi_o_mem       :
                        ctrl_mem[21] ? lo_o_mem       :
                        ctrl_mem[ 7] ? pc_mem + 32'd8 :
                        ctrl_mem[14] ? data_rdata     :
                                       alu_result_mem ;
    assign hi_in =   ctrl_mem[18]                 ? reg_reg_rdata1_mem   :
                    (ctrl_mem[16] | ctrl_mem[24]) ? mul_result_mem[63:32]:
                    (ctrl_mem[17] | ctrl_mem[22]) ? div_result_r_mem     :
                                                    reg_reg_rdata1_mem   ;
    assign lo_in =   ctrl_mem[19]                 ? reg_reg_rdata1_mem  :
                    (ctrl_mem[16] | ctrl_mem[24]) ? mul_result_mem[31:0]:
                    (ctrl_mem[17] | ctrl_mem[22]) ? div_result_q_mem    :
                                                    reg_reg_rdata1_mem  ;
    assign data_sram_wdata[31:24] = ctrl_mem[25] && ea!=2'b11                 ? 8'd0                        :
                                    ctrl_mem[26] && ea==2'b01                 ? reg_reg_rdata2_mem[23:16]:
                                    ctrl_mem[26] && ea==2'b11 || ctrl_mem[27] ? reg_reg_rdata2_mem[ 7: 0]:
                                    ctrl_mem[26] && ea==2'b10 || ctrl_mem[28] ? reg_reg_rdata2_mem[15: 8]:
                                                                                  reg_reg_rdata2_mem[31:24];
    assign data_sram_wdata[23:16] = ctrl_mem[26] && ea==2'b11 || ctrl_mem[25] && !ea[1] ? 8'd0                        :
                                    ctrl_mem[26] && ea==2'b10 || ctrl_mem[28:27]          ? reg_reg_rdata2_mem[ 7: 0]:
                                    ctrl_mem[26] && ea==2'b01                             ? reg_reg_rdata2_mem[15: 8]:
                                    ctrl_mem[25] && ea==2'b10                             ? reg_reg_rdata2_mem[31:24]:
                                                                                              reg_reg_rdata2_mem[23:16];
    assign data_sram_wdata[15: 8] = ctrl_mem[25] && ea==2'b00 || ctrl_mem[26] && ea[1] ? 8'd0                        :
                                    ctrl_mem[26] && ea==2'b01 || ctrl_mem[27]             ? reg_reg_rdata2_mem[ 7: 0]:
                                    ctrl_mem[25] && ea==2'b01                             ? reg_reg_rdata2_mem[31:24]:
                                    ctrl_mem[25] && ea==2'b10                             ? reg_reg_rdata2_mem[23:16]:
                                                                                              reg_reg_rdata2_mem[15: 8];
    assign data_sram_wdata[ 7: 0] = ctrl_mem[26] && ea!=2'b00 ? 8'd0                     :
                                    ctrl_mem[25] && ea==2'b10 ? reg_reg_rdata2_mem[15: 8]:
                                    ctrl_mem[25] && ea==2'b00 ? reg_reg_rdata2_mem[31:24]:
                                    ctrl_mem[25] && ea==2'b01 ? reg_reg_rdata2_mem[23:16]:
                                                                reg_reg_rdata2_mem[ 7: 0];
    assign write_strb = ({4{ctrl_mem[25]}}&{ea[1]&ea[0], ea[1], ea[1]|ea[0], 1'b1}) |
                        ({4{ctrl_mem[26]}}&{1'b1, ~ea[1]|~ea[0], ~ea[1], ~ea[1]&~ea[0]}) |
                        ({4{ctrl_mem[27]}}&{ea[1]&ea[0], ea[1]&~ea[0], ~ea[1]&ea[0], ~ea[1]&~ea[0]}) |
                        ({4{ctrl_mem[28]}}&{ea[1], ea[1], ~ea[1], ~ea[1]}) |
                        ({4{ctrl_mem[23]&!ctrl_mem[28:25]}});
    always @ (*) begin
        case (ctrl_mem[34:29])
          6'b000001: data_rdata = ea==2'd0 ? {data_sram_rdata[ 7: 0], reg_reg_rdata2_mem[23: 0]}: 
                                  ea==2'd1 ? {data_sram_rdata[15: 0], reg_reg_rdata2_mem[15: 0]}:
                                  ea==2'd2 ? {data_sram_rdata[23: 0], reg_reg_rdata2_mem[ 7: 0]}:
                                               data_sram_rdata                                       ;
          6'b000010: data_rdata = ea==2'd0 ? data_sram_rdata                                       :
                                  ea==2'd1 ? {reg_reg_rdata2_mem[31:24], data_sram_rdata[31: 8]}:
                                  ea==2'd2 ? {reg_reg_rdata2_mem[31:16], data_sram_rdata[31:16]}:
                                               {reg_reg_rdata2_mem[31: 8], data_sram_rdata[31:24]};
          6'b000100: data_rdata = ea==2'd0 ? {{24{data_sram_rdata[ 7]}},data_sram_rdata[ 7: 0]}:
                                  ea==2'd1 ? {{24{data_sram_rdata[15]}},data_sram_rdata[15: 8]}:
                                  ea==2'd2 ? {{24{data_sram_rdata[23]}},data_sram_rdata[23:16]}:
                                               {{24{data_sram_rdata[31]}},data_sram_rdata[31:24]};
          6'b001000: data_rdata = ea==2'd0 ? {{24{1'b0}},data_sram_rdata[ 7: 0]}:
                                  ea==2'd1 ? {{24{1'b0}},data_sram_rdata[15: 8]}:
                                  ea==2'd2 ? {{24{1'b0}},data_sram_rdata[23:16]}:
                                               {{24{1'b0}},data_sram_rdata[31:24]};
          6'b010000: data_rdata = ea[1] ? {{16{data_sram_rdata[31]}},data_sram_rdata[31:16]}:
                                            {{16{data_sram_rdata[15]}},data_sram_rdata[15: 0]};
          6'b100000: data_rdata = ea[1] ? {{16{1'b0}},data_sram_rdata[31:16]}:
                                            {{16{1'b0}},data_sram_rdata[15: 0]};
          default: data_rdata = data_sram_rdata;
        endcase
    end
endmodule
==> flow_summary.rst <==
Physical design figures
=======================

.. list-table::
   :header-rows: 1

   * - Metric
     - Value
   * - Status
     - finished, final reports clean
   * - Vias per cell
     - 3.94
   * - Arrival time reported for the critical path endpoint
     - 5.32 ns
   * - Worst-path maximum fanout
     - 10
   * - Die span in y
     - 432 um
   * - Placement row count
     - 151
   * - Sum of overflow across all layers after global routing
     - 0
   * - Post-CTS clock slew at the launch and capture registers of the worst setup and hold paths
     - 0.05 ns
   * - Total of hold buffers inserted after clock tree synthesis
     - 0
   * - Mapped Cells
     - 2,210
   * - Worst reg2reg path startpoint
     - reg_ctrl_mem[14]
   * - Met3 Resource Use GR
     - 0.0492
   * - Met2 GRT Util
     - 0.266
   * - Sequential area share after synthesis
     - 0.449
   * - Setup repair after global routing missed its margin
     - false
   * - Fraction of final layout cells sized beyond drive strength 1
     - 0.0627
   * - Count of library flops with an enable pin
     - 128
   * - Antenna violations before repair
     - 45
   * - Antenna-violating nets left
     - 0
   * - # Cells Yosys
     - 2,210
   * - Top-Level Pins
     - 966
   * - Number of optimization iterations in the first detailed-route pass
     - 5
   * - Switching power total
     - 1.24 mW
   * - Placeable core region
     - 169,000 um2
   * - Cell chain of the critical path
     - clkdlybuf4s50_1 -> mux2i_1 -> a211oi_4 -> nor2_4 -> nand2_1 -> a211oi_1 -> o21ai_0 -> clkdlybuf4s50_1
   * - Power consumption
     - 4.04 mW
   * - Tool warnings
     - 122
   * - Die boundary width
     - 432 um
   * - TritonCTS clock tree
     - done
   * - Pre-Place Util
     - 0.113
   * - Clk network pwr share
     - 0.404
   * - Met1 demand-to-capacity share in global routing
     - 0.180
   * - Clock root buffer
     - clkbuf_16
   * - Transition time of the tightest slew-check pin
     - 0.883 ns
   * - Setup_tns
     - 0 ns
   * - Maximum vdd drop
     - 0.0897 mV
   * - Grt peak-use layer
     - met2
   * - HPWL after detailed placement
     - 123,000 um
   * - Share of the cycle needed by the critical path after routing
     - 0.675
   * - Total non-filler cell area in the finished layout
     - 31,800 um2
   * - Worst path most repeated cell
     - clkdlybuf4s50_1
   * - Power density over cell area
     - 127 nW/um2
   * - Longest Clk Path Bufs
     - 3
   * - Capturing element type of the critical path
     - output pin
   * - Total setup violations reported at the end of the flow
     - 0
   * - Worst rel slew slack
     - 0.405
   * - Floorplan die area
     - 187,000 um2
   * - Startpoint Class
     - primary input
   * - GP Congestion
     - 0.940
   * - Final Hold Fails
     - 0
   * - Switch share
     - 0.307
   * - Largest stage delay on the critical path
     - 0.59 ns
   * - Share of synthesized registers carrying an async set or reset
     - 0
   * - Overall Global Routing Usage
     - 0.157
   * - Top cell type by total area after synthesis
     - dfxtp_1
   * - Proportion of power drawn by flip-flops and latches
     - 0.376
   * - Cell with the largest stage delay on the worst path
     - a211oi_1
   * - Critical hold path startpoint
     - reg_ctrl_mem[11]
   * - Top achievable clock speed
     - 0.132 GHz
   * - Later-pin clock latency in the skew report
     - 0.67 ns
   * - Growth of design area from synthesis to finish
     - 66.4%
   * - Post-synthesis instance area
     - 19,100 um2
   * - Req. time, crit path
     - 8.96 ns
   * - Critical Path Start
     - data_sram_rdata[31]
   * - Number of clock sinks seen by CTS
     - 365
   * - Count of instances resized after the clock tree is built
     - 0
   * - Utilization after layout
     - 0.188
   * - Global-route wire length before repair
     - 196,000 um
   * - Share of total power in combinational logic
     - 0.219
   * - Final clock skew
     - 0.0191 ns
   * - Max-capacitance violation count
     - 0
   * - Post-synthesis average cell area
     - 8.66 um2
   * - Number of global-route vias before repair
     - 20,500
   * - Via Count
     - 20,700
   * - Most common flop cell mapped by yosys
     - dfxtp_1
   * - Placed cell areas
     - 30,200 um2
   * - Share of the synthesized area in the top cell type
     - 0.248
   * - Filler cell count
     - 18,600
   * - YS chip area
     - 19,100 um2
   * - Kind of critical path
     - in -> out
   * - Warnings from Yosys
     - 1
   * - H-Tree Level Count
     - 2
   * - Number of distinct library cells after synthesis
     - 74
   * - Buffers inserted during post-CTS setup optimization
     - 0
   * - Leak
     - 10.4 nW
   * - Hold Slack
     - 0.464 ns
   * - Pint
     - 2.80 mW
   * - Tally of buffers added on design ports
     - 868
   * - Pin count of the biggest net entering global routing
     - 81
   * - HP Class
     - reg -> reg
   * - Slew Viols, Final
     - 0
   * - Routed wire per std cell
     - 28.6 um
   * - Clock buffers created by TritonCTS
     - 49
   * - DRC violations left
     - 0
   * - Synth Register Bits
     - 365
   * - Post-layout min period
     - 7.56 ns
   * - Area contributors post-synth
     - dfxtp_1 25%, edfxtp_1 20%, nand2_1 11%, a21boi_0 8.9%, o22a_1 5.9%
   * - First-iteration detailed-routing DRC count
     - 1,515
   * - Wirelength, routed
     - 150,000 um
-- registers in the layout, indices dropped and copies added (netlist names) --
name                  cells
reg_alu_result_mem       32
reg_reg_waddr_mem         5
reg_mul_result_mem       64
reg_lo_o_mem             32
reg_pc_mem               32
reg_reg_rdata1_mem       32
reg_reg_rdata2_mem       32
reg_reg_wen_mem           4
reg_ctrl_mem             35
reg_div_result_q_mem     32
reg_hi_o_mem             32
reg_mem_valid             1
reg_div_result_r_mem     32
-- synth_stat cells, types with 6 or more instances --
cell type / instances
mux2_2: 15
a21oi_1: 80
a21boi_0: 227
nor2b_1: 14
buf_1: 8
xor2_1: 15
and2_1: 10
o2bb2ai_1: 6
or3_1: 14
nand2b_1: 9
buf_4: 34
clkbuf_1: 149
nand4_1: 6
o211ai_1: 19
nor2_1: 118
and3_1: 12
o221ai_1: 24
mux2i_1: 48
nor3_1: 27
dfxtp_1: 237
o21ai_0: 51
a221oi_1: 9
nand3_1: 27
a311oi_1: 8
a31oi_1: 9
a22o_1: 16
edfxtp_1: 128
xnor2_1: 13
buf_2: 23
a211oi_1: 31
nand2_1: 576
o22ai_1: 20
inv_1: 17
o22a_1: 129
-- critical path: cells and delay by family --
family                 cells  cell delay (ns)
AND-OR/OR-AND              3             1.09
AND/OR/NAND/NOR            2             0.50
multiplexers               1             0.42
buffers and inverters      2             1.07
-- power by group through the flow --
| stage | sequential [mW] | combinational [mW] | clock, mW |
|---|---|---|---|
| CTS | 1.52 | 0.902 | 1.70 |
| global route | 1.53 | 0.949 | 1.73 |
| finish | 1.52 | 0.887 | 1.64 |
-- per-stage QoR --
stage	worst slack, ns	std cells
after floorplan	5.17	2210
after global placement	3.62	5142
after CTS	3.63	5234
after detailed placement	3.64	5142
after global routing	3.54	5251
final	3.64	5256
-- area by class of cell --
type	instances	area (um2)	area share
sequential	365	8600	0.270
antenna	22	55.1	0.00173
clock inverter	30	278	0.00873
timing repair buffer	930	9170	0.288
inverter	17	63.8	0.00200
clock buffer	62	1350	0.0423
tap	2218	2780	0.0872
multi-input combinational	1612	9550	0.300
-- cell usage in the layout, fill, tap and decap left out, drive strengths merged, types with 8 or more instances in the layout --
cell type and n:
o21ai 53, edfxtp 128, nor2 119, clkinv 17, a211oi 32, a221oi 9
clkdlybuf4s50 867, and3 12, mux2 15, o221ai 25, nand3 27, a21boi 228
nor3 27, o211ai 19, xor2 15, xnor2 13, inv 24, nand2 576
a22o 16, nand2b 9, or3 15, a21oi 80, clkbuf 63, a311oi 8
dfxtp 237, nor2b 14, o22a 129, mux2i 48, a31oi 9, o22ai 20
diode 22, and2 12, buf 62
-- path summary, 6_finish.rpt --
| kind | to | slack (ns) | depth (start not counted) |
|---|---|---|---|
| hold reg to reg | reg_ctrl_mem[11] | 0.46 | 2 |
| hold / removal | reg_ctrl_mem[11] | 0.46 | 2 |
| setup reg to reg | reg_mul_result_mem[51] | 7.58 | 6 |
| setup / recovery | result_mem[16] | 3.64 | 8 |
-- metal layers --
metal,part of all wire,vias to the layer above,wire [um]
met4,0.049,4,7430
li1,-,9452,-
met1,0.37,10200,55300
met3,0.077,213,11600
met5,0.00043,-,64
met2,0.51,813,75900
-- cell families after synthesis --
group / synth area share
AOI/OAI and AO/OA: 0.262
xor gates and xnor gates: 0.0128
adders and majority gates: 0.000654
buffers and inverters: 0.0547
DFF: 0.449
muxes: 0.0351
and+or+nand+nor: 0.186
No activity file was given, so power comes from the tool's default toggle rates.
